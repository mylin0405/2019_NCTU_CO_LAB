[flow/design.v]
`timescale 1ns/1ps
module alu(
           rst_n,          
           src1,           
           src2,           
           ALU_control,    
           result,         
           zero,           
           cout,           
           overflow        
           );
input           rst_n;
input  [32-1:0] src1;
input  [32-1:0] src2;
input   [4-1:0] ALU_control;
output [32-1:0] result;
output          zero;
output          cout;
output          overflow;
reg    [32-1:0] result;
reg             zero;
reg             cout;
reg             overflow;
reg		a_invert;
reg 	        b_invert;
reg    [2-1:0]	operation;
wire		set;
wire   [31:0]	cout_;
wire   [31:0]	result_n;
always @(*) begin
    if(rst_n == 1) begin
		case(ALU_control)
			4'b0000:begin          
				a_invert <= 0;
				b_invert <= 0;
				operation <= 2'b00;end
			4'b0001:begin 		   
				a_invert <= 0;
				b_invert <= 0;
				operation <= 2'b01;end
			4'b0010:begin		   
				a_invert <= 0;
				b_invert <= 0;
				operation <= 2'b10;end
			4'b0110:begin		   
				a_invert  <= 0;
				b_invert  <= 1;
				operation <= 2'b10;end
			4'b1100:begin		   
				a_invert <= 1;
				b_invert <= 1;
				operation <= 2'b00;end
			4'b1101:begin		   
				a_invert <= 1;
				b_invert <= 1;
				operation <= 2'b01;end
			4'b0111:begin          
				a_invert <= 0;
				b_invert <= 1;
				operation <= 2'b11;end
			default:;
		endcase	
	end
end
alu_top alu0(.src1(src1[0]), .src2(src2[0]), .less(set), .A_invert(a_invert), .B_invert(b_invert), .cin(a_invert ^ b_invert),
			 .operation(operation), .result(result_n[0]), .cout(cout_[0]));
alu_top alu1(.src1(src1[1]), .src2(src2[1]), .less(1'b0), .A_invert(a_invert), .B_invert(b_invert), .cin(cout_[0]), 
			 .operation(operation), .result(result_n[1]), .cout(cout_[1]));
alu_top alu2(.src1(src1[2]), .src2(src2[2]), .less(1'b0), .A_invert(a_invert), .B_invert(b_invert), .cin(cout_[1]), 
			 .operation(operation), .result(result_n[2]), .cout(cout_[2]));
alu_top alu3(.src1(src1[3]), .src2(src2[3]), .less(1'b0), .A_invert(a_invert), .B_invert(b_invert), .cin(cout_[2]), 
			 .operation(operation), .result(result_n[3]), .cout(cout_[3]));
alu_top alu4(.src1(src1[4]), .src2(src2[4]), .less(1'b0), .A_invert(a_invert), .B_invert(b_invert), .cin(cout_[3]), 
			 .operation(operation), .result(result_n[4]), .cout(cout_[4]));
alu_top alu5(.src1(src1[5]), .src2(src2[5]), .less(1'b0), .A_invert(a_invert), .B_invert(b_invert), .cin(cout_[4]), 
			 .operation(operation), .result(result_n[5]), .cout(cout_[5]));
alu_top alu6(.src1(src1[6]), .src2(src2[6]), .less(1'b0), .A_invert(a_invert), .B_invert(b_invert), .cin(cout_[5]), 
			 .operation(operation), .result(result_n[6]), .cout(cout_[6]));
alu_top alu7(.src1(src1[7]), .src2(src2[7]), .less(1'b0), .A_invert(a_invert), .B_invert(b_invert), .cin(cout_[6]), 
			 .operation(operation), .result(result_n[7]), .cout(cout_[7]));
alu_top alu8(.src1(src1[8]), .src2(src2[8]), .less(1'b0), .A_invert(a_invert), .B_invert(b_invert), .cin(cout_[7]), 
			 .operation(operation), .result(result_n[8]), .cout(cout_[8]));
alu_top alu9(.src1(src1[9]), .src2(src2[9]), .less(1'b0), .A_invert(a_invert), .B_invert(b_invert), .cin(cout_[8]), 
			 .operation(operation), .result(result_n[9]), .cout(cout_[9]));
alu_top alu10(.src1(src1[10]), .src2(src2[10]), .less(1'b0), .A_invert(a_invert), .B_invert(b_invert), .cin(cout_[9]), 
			 .operation(operation), .result(result_n[10]), .cout(cout_[10]));
alu_top alu11(.src1(src1[11]), .src2(src2[11]), .less(1'b0), .A_invert(a_invert), .B_invert(b_invert), .cin(cout_[10]), 
			 .operation(operation), .result(result_n[11]), .cout(cout_[11]));
alu_top alu12(.src1(src1[12]), .src2(src2[12]), .less(1'b0), .A_invert(a_invert), .B_invert(b_invert), .cin(cout_[11]), 
			 .operation(operation), .result(result_n[12]), .cout(cout_[12]));
alu_top alu13(.src1(src1[13]), .src2(src2[13]), .less(1'b0), .A_invert(a_invert), .B_invert(b_invert), .cin(cout_[12]), 
			 .operation(operation), .result(result_n[13]), .cout(cout_[13]));
alu_top alu14(.src1(src1[14]), .src2(src2[14]), .less(1'b0), .A_invert(a_invert), .B_invert(b_invert), .cin(cout_[13]), 
			 .operation(operation), .result(result_n[14]), .cout(cout_[14]));
alu_top alu15(.src1(src1[15]), .src2(src2[15]), .less(1'b0), .A_invert(a_invert), .B_invert(b_invert), .cin(cout_[14]), 
			 .operation(operation), .result(result_n[15]), .cout(cout_[15]));
alu_top alu16(.src1(src1[16]), .src2(src2[16]), .less(1'b0), .A_invert(a_invert), .B_invert(b_invert), .cin(cout_[15]), 
			 .operation(operation), .result(result_n[16]), .cout(cout_[16]));
alu_top alu17(.src1(src1[17]), .src2(src2[17]), .less(1'b0), .A_invert(a_invert), .B_invert(b_invert), .cin(cout_[16]), 
			 .operation(operation), .result(result_n[17]), .cout(cout_[17]));
alu_top alu18(.src1(src1[18]), .src2(src2[18]), .less(1'b0), .A_invert(a_invert), .B_invert(b_invert), .cin(cout_[17]), 
			 .operation(operation), .result(result_n[18]), .cout(cout_[18]));
alu_top alu19(.src1(src1[19]), .src2(src2[19]), .less(1'b0), .A_invert(a_invert), .B_invert(b_invert), .cin(cout_[18]), 
			 .operation(operation), .result(result_n[19]), .cout(cout_[19]));
alu_top alu20(.src1(src1[20]), .src2(src2[20]), .less(1'b0), .A_invert(a_invert), .B_invert(b_invert), .cin(cout_[19]), 
			 .operation(operation), .result(result_n[20]), .cout(cout_[20]));
alu_top alu21(.src1(src1[21]), .src2(src2[21]), .less(1'b0), .A_invert(a_invert), .B_invert(b_invert), .cin(cout_[20]), 
			 .operation(operation), .result(result_n[21]), .cout(cout_[21]));
alu_top alu22(.src1(src1[22]), .src2(src2[22]), .less(1'b0), .A_invert(a_invert), .B_invert(b_invert), .cin(cout_[21]), 
			 .operation(operation), .result(result_n[22]), .cout(cout_[22]));
alu_top alu23(.src1(src1[23]), .src2(src2[23]), .less(1'b0), .A_invert(a_invert), .B_invert(b_invert), .cin(cout_[22]), 
			 .operation(operation), .result(result_n[23]), .cout(cout_[23]));
alu_top alu24(.src1(src1[24]), .src2(src2[24]), .less(1'b0), .A_invert(a_invert), .B_invert(b_invert), .cin(cout_[23]), 
			 .operation(operation), .result(result_n[24]), .cout(cout_[24]));
alu_top alu25(.src1(src1[25]), .src2(src2[25]), .less(1'b0), .A_invert(a_invert), .B_invert(b_invert), .cin(cout_[24]), 
			 .operation(operation), .result(result_n[25]), .cout(cout_[25]));
alu_top alu26(.src1(src1[26]), .src2(src2[26]), .less(1'b0), .A_invert(a_invert), .B_invert(b_invert), .cin(cout_[25]), 
			 .operation(operation), .result(result_n[26]), .cout(cout_[26]));
alu_top alu27(.src1(src1[27]), .src2(src2[27]), .less(1'b0), .A_invert(a_invert), .B_invert(b_invert), .cin(cout_[26]), 
			 .operation(operation), .result(result_n[27]), .cout(cout_[27]));
alu_top alu28(.src1(src1[28]), .src2(src2[28]), .less(1'b0), .A_invert(a_invert), .B_invert(b_invert), .cin(cout_[27]), 
			 .operation(operation), .result(result_n[28]), .cout(cout_[28]));
alu_top alu29(.src1(src1[29]), .src2(src2[29]), .less(1'b0), .A_invert(a_invert), .B_invert(b_invert), .cin(cout_[28]), 
			 .operation(operation), .result(result_n[29]), .cout(cout_[29]));
alu_top alu30(.src1(src1[30]), .src2(src2[30]), .less(1'b0), .A_invert(a_invert), .B_invert(b_invert), .cin(cout_[29]), 
			 .operation(operation), .result(result_n[30]), .cout(cout_[30]));
alu_top alu31(.src1(src1[31]), .src2(src2[31]), .less(1'b0), .A_invert(a_invert), .B_invert(b_invert), .cin(cout_[30]), 
			 .operation(operation), .result(result_n[31]), .cout(cout_[31]) );
assign set = (src1[31]^(~src2[31])^cout_[30]);
always @(*) begin
	cout = cout_;
	result = result_n ;
	zero = (result == 0) ? 1 : 0 ;
	overflow = ((src1[31]&(src2[31]^b_invert)) ^ result[31]) & (a_invert^b_invert) & ~(src1[31]^src2[31]);
end
endmodule
`timescale 1ns/1ps
module alu_top(
               src1,        
               src2,        
               less,        
               A_invert,    
               B_invert,    
               cin,         
               operation,   
               result,      
               cout,        
               );
input         src1;
input         src2;
input         less;
input         A_invert;
input         B_invert;
input         cin;
input [2-1:0] operation;
output        result;
output        cout;
reg           result;
reg	      cout;			  
reg 	      sr1;
reg	      sr2;	
always@( * )
begin
sr1 = src1 ^ A_invert;  
sr2 = src2 ^ B_invert;
	case(operation)
		2'b00:  begin            
			result = sr1 & sr2;				 
			cout = 0 ; end
		2'b01:	begin			 
			result = sr1 | sr2;				
			cout = 0; end
		2'b10: 	begin			 
			result = sr1 ^ sr2 ^ cin;		
			cout = (sr1 & sr2) | (sr1 & cin) | (sr2 & cin); end
		2'b11:	begin			 
			result = less ;                  
			cout = (sr1 & sr2) | (sr1 & cin) | (sr2 & cin); end
		endcase
end
endmodule
[flow/config.mk]
export PLATFORM = sky130hd
export DESIGN_NAME = alu
export DESIGN_NICKNAME = alu
export VERILOG_FILES = /design/flow/design.v
export SDC_FILE = /design/flow/constraint.sdc
export NUM_CORES = 4
export LEC_CHECK = 1
export CORE_UTILIZATION = 40
[flow/run.sh]
#!/bin/bash
# OpenROAD 26Q1-2900-gdf79404cd8, Yosys 0.63+post, stock flow scripts
make -C /OpenROAD-flow-scripts/flow DESIGN_CONFIG=/design/flow/config.mk WORK_HOME=/design/flow/orfs finish
[flow/constraint.sdc]
current_design alu

set clk_period 14.5
set clk_io_pct 0.2

create_clock -name clk0 -period $clk_period

set non_clock_inputs [all_inputs -no_clocks]
set_input_delay [expr $clk_period * $clk_io_pct] -clock clk0 $non_clock_inputs
set_output_delay [expr $clk_period * $clk_io_pct] -clock clk0 [all_outputs]
==> flow_summary.yaml <==
# implementation run metrics
timing:
  maxSlewHeadroom_pct: 48.0
  untimed_endpoints: 4
  setup_slack_ns: -7.09
  slew_violations: 0
  finalHoldViolCount: 0
  fin_crit_ns: 21.59
  period_used_pct: 149
  rsz0062_at_grt: "yes"
  holdWs_ns: 6.51
  fmax_mhz: 46.3
  finalSetupTns_ns: -80.65
  setup_viol: 19
  unclocked_pins: 4
  tightest_slew_ns: 0.779
layout:
  area_delta_synth_final_pct: 42.9
  drive_gt1_share_pct: 29.0
  fin_area_um2: 5350
  fillers: 754
  lay_top_count: "inv_1"
  combGateArea_um2: 3310
  final_cell_mix: "inv_1, clkdlybuf4s50_1, xor2_1, buf_4, ha_1"
  seq_area_um2: 66.3
  post-route-util_pct: 60.1
global_routing:
  antenna_found_initial: 0
  first_global_vias: 2999
  grt_max_degree: 38
  grt_pass1_wl_um: 14200
  gr-total-overflow: 0
  track_usage_pct: 18.3
floorplan:
  dieArea_um2: 9750
  die_h_um: 98.7
  dieWidth_um: 98.7
  fp_util_pct: 42.1
  fp-row-count: 34
  core_area_um2: 8890
  pin_count: 104
logic_synthesis:
  ys_ff: 4
  synth_cell_type_count: 33
  netlist_area_um2: 3740
  avgSynthCellArea_um2: 8.32
  yosys_cells: 450
  ys_area_um2: 3740
  synthCells: 450
  ys_warn_count: 2
place:
  place_hpwl_um: 6600
  placed_area_um2: 5270
  portBuffers: 104
  place.gp.congestion: 0.869
route:
  ant_nets: 0
  antenna_cells: 0
  wl_per_cell_um: 12.6
  drc: 0
  totalWireLength_um: 8450
  vias_per_cell: 4.54
  drt_iter0_markers: 80
  vias: 3049
  firstDrtPassIters: 4
setup_path:
  crit_fanout: 3
  worst-endpoint-arrival_ns: 18.69
  start_kind: "primary input"
  worstSetupEndpointType: "output port"
  cp_common_cell: "fa_2"
  critPathSlowestCell: "fa_2"
  crit_family: "adder cells"
  cp_num_buf_inv: 3
  worstPathRequired_ns: 11.60
  crit_type: "in2out"
  max_stage_delay_ns: 0.53
outcome:
  status: "complete, but fails checks"
  violations: "negative setup slack"
job:
  drv_cap: 0
  warnings: 96
power_and_ir_drop:
  p_total_w: 0.000202
  powerDensity_nw_per_um2: 37.8
  vdd_drop_max_mv: 0.0172
  p_leak_nw: 2.77
min_path:
  min_path_type: "in2out"
==> synth_stat cells <==
cell type	number	area [µm²]
inv_1	92	345
xor2_1	66	578
ha_1	62	776
buf_4	34	255
mux2i_1	32	320
fa_1	30	601
nand2b_1	30	188
o22ai_1	30	188
buf_2	13	65.1
clkbuf_1	6	22.5
nand2_1	6	22.5
nor4_1	6	37.5
o21ai_0	6	30.0
a21oi_1	4	20.0
dlxtn_1	4	60.1
and2_1	3	18.8
nor2b_1	3	18.8
nor3b_1	3	22.5
xnor2_1	3	26.3
buf_6	2	22.5
nand3b_1	2	15.0
nand4_1	2	12.5
a22o_1	1	8.76
buf_12	1	20.0
nand3_1	1	5.00
nor2_1	1	3.75
nor3_1	1	5.00
nor3_2	1	10.0
nor4_2	1	12.5
o2111ai_1	1	8.76
o21a_1	1	7.51
o221ai_1	1	8.76
o31ai_1	1	7.51
==> registers in the layout, summed over array words and instances, names as in the netlist <==
register,cells
a_invert,1
operation,2
b_invert,1
==> logic make-up (layout without fill, tap and decap cells) <==
logic type / after synthesis / after routing / share of synthesized area, %
latches: 4 / 4 / 1.60
buf+inv: 148 / 261 / 19.5
mux: 32 / 32 / 8.56
fa+ha+maj: 92 / 92 / 36.8
compound gates: 45 / 45 / 7.46
xor+xnor: 69 / 69 / 16.1
simple gates: 60 / 60 / 9.93
==> path summary, 6_finish.rpt <==
check     from   end  cells after the start
max    src2[0]  zero                     71
min    src1[0]  zero                      6
==> stage by stage <==
stage,setup slack (ns),std cells
detailed placement,-8.11,669
CTS,-7.24,671
global placement,-8.05,669
finish,-7.09,671
global route,-7.70,671
floorplan,-6.71,450
==> layer usage <==
layer  vias up  wire length, µm  GRT usage, %
li1       1578                -             -
met1      1403             4130          28.2
met2        68             4030          30.8
met3         0              287          1.52
met4         0                0             0
met5         -                0             0
==> final cells by class <==
cell class | count | area share, %
multi-input cells | 298 | 61.8
repair buffers | 169 | 27.9
inverters | 92 | 6.46
well taps | 108 | 2.53
flip-flops and latches | 4 | 1.24
==> power by group <==
part	internal, W	total (W)	switching, W
logic	0.000112	0.000198	0.0000851
clock network	0	0	0
registers	0.00000128	0.00000454	0.00000326
==> timing repair <==
| action | 4_1_cts | 5_1_grt |
|---|---|---|
| setup endpoints to repair | 20 | 20 |
| resized | 66 | 11 |
| pin swaps | 9 | 4 |
| hold buffers | 0 | 0 |
| buffers inserted | 5 | 4 |
No activity file was given, so power comes from the tool's default toggle rates.
